**design.v**
```verilog
module paste (
    inout wire          ncpuReset,           
    inout wire          ncpuHalt,            
    input wire          ncpuDS,              
    input wire          ncpuAS,              
    inout wire          ncpuDsack0,          
    inout wire          ncpuDsack1,          
    input wire          cpuSize0,            
    input wire          cpuSize1,            
    input wire          cpuA0,               
    input logic [23:20] cpuAddrHi,           
    input logic [19:13] cpuAddrMid,          
    output wire         ncpuAvec,            
    input logic [2:0]   cpuFC,               
    input wire          cpuClock,            
    input wire          cpuRnW,              
    input wire          ncpuBG,              
    inout wire          ncpuBerr,            
    inout wire          ncpuCiin,            
    input wire          npdsReset,           
    inout wire          npdsLds,             
    inout wire          npdsUds,             
    inout wire          npdsAs,              
    input wire          npdsDtack,           
    input wire          npdsBg,              
    output wire         npdsBGack,           
    output wire         npdsBr,              
    inout wire          npdsVma,             
    input wire          npdsVpa,             
    input wire          pdsC8m,              
    input wire          pdsClockE,           
    output wire         nbufDhiEn,           
    output wire         nbufDlo1En,          
    output wire         nbufDlo2En,          
    output wire         bufDDir,             
    output wire         nbufCEn,             
    output wire         nbufAEn,             
    input wire          nfpuSense,           
    output wire         nfpuCe               
);
parameter
    S0  =   0,
    S1  =   1,
    S2  =   2,
    S3  =   3,
    S4  =   4,
    S5  =   5,
    S6  =   6,
    S7  =   7,
    S8  =   8;
logic [3:0] busState;            
logic [1:0] termState;           
logic [1:0] resetgenState;       
logic [1:0] cycleEndState;       
wire nUD, nLD;                   
always @(posedge pdsC8m or negedge npdsReset) begin
    if(npdsReset == 0) busState <= S0;
    else begin
        case(busState) 
            S0 : begin
                if(ncpuAS == 0) busState <= S1;
                else busState <= S0;
            end
            S1 : begin
                busState <= S2;
            end
            S2 : begin
                if(npdsDtack == 0) busState <= S3;
                else if(npdsVpa == 0) busState <= S4;
                else busState <= S2;
            end
            S3 : begin
                if(cycleEndState == S2) busState <= S0;
                else busState <= S3;
            end
            S4 : begin
                if(pdsClockE == 0) busState <= S5;
                else busState <= S4;
            end
            S5 : begin
                if(pdsClockE == 1) busState <= S6;
                else busState <= S5;
            end
            S6 : begin
                busState <= S7;
            end
            S7 : begin
                busState <= S8;
            end
            S8 : begin
                if(cycleEndState == S2) busState <= S0;
                else busState <= S8;
            end
            default: begin
                busState <= S0;
            end
        endcase
    end
end
always @(posedge cpuClock or negedge npdsReset) begin
    if(npdsReset == 0) termState <= S0;
    else begin
        case(termState)
            S0 : begin
                if(busState == S3 && pdsC8m == 1) termState <= S1;
                else if(busState == S8 && pdsC8m == 1) termState <= S1;
                else termState <= S0;
            end
            S1 : begin
                termState <= S2;
            end
            S2 : begin
                if(busState == S0) termState <= S0;
                else termState <= S2;
            end
            default: begin
                termState <= S0;
            end
        endcase
    end
end
always @(posedge cpuClock or negedge npdsReset) begin
    if(npdsReset == 0) cycleEndState <= S0;
    else begin
        case(cycleEndState)
            S0 : begin
                if(busState != S0) cycleEndState <= S1;
                else cycleEndState <= S0;
            end
            S1 : begin
                if(ncpuAS == 1) cycleEndState <= S2;
                else cycleEndState <= S1;
            end
            S2: begin
                if(busState == S0) cycleEndState <= S0;
                else cycleEndState <= S2;
            end
            default: begin
                cycleEndState <= S0;
            end
        endcase
    end
end
always @(posedge cpuClock or negedge npdsReset) begin
    if(npdsReset == 1'b0) begin
        resetgenState <= S0;
    end else begin
        case(resetgenState)
            S0 : begin
                if(npdsReset == 1'b1) begin
                    resetgenState <= S1;
                end else begin
                    resetgenState <= S0;
                end
            end
            S1 : begin
                if(npdsBg == 1'b0) begin
                    resetgenState <= S2;
                end else begin
                    resetgenState <= S1;
                end
            end
            S2 : begin
                if(npdsReset == 1'b1) begin
                    resetgenState <= S2;
                end else begin
                    resetgenState <= S0;
                end
            end
            default: begin
                resetgenState <= S0;
            end
        endcase
    end
end
assign nUD = ~(~cpuA0 || cpuRnW);
assign nLD = ~(cpuA0 || ~cpuSize0 || cpuSize1 || cpuRnW);
always_comb begin
    if(resetgenState != S2) begin
        ncpuReset <= 1'b0;
        ncpuHalt <= 1'b0;
    end else begin
        ncpuReset <= 1'bz;
        ncpuHalt <= 1'bz;
    end
    if(resetgenState == S0) begin
        npdsBr <= 1'bz;
    end else begin
        npdsBr <= 1'b0;
    end
    if(resetgenState == S2) begin
        npdsBGack <= 1'b0;
    end else begin
        npdsBGack <= 1'bz;
    end
    if(ncpuBG == 1'b1) begin
        if(nUD == 0 && npdsBg == 0) begin
            nbufDhiEn <= 1'b0;
        end else begin
            nbufDhiEn <= 1'b1;
        end
        if(nLD == 0 && nUD == 1 && npdsBg == 0) begin
            nbufDlo2En <= 1'b0;
        end else begin
            nbufDlo2En <= 1'b1;
        end
        if(nLD == 0 && nUD == 0 && npdsBg == 0) begin
            nbufDlo1En <= 1'b0;
        end else begin
            nbufDlo1En <= 1'b1;
        end
        if(npdsBg <= 1'b0) begin
            nbufAEn <= 1'b0;
            nbufCEn <= 1'b0;
        end else begin
            nbufAEn <= 1'b1;
            nbufCEn <= 1'b1;
        end
    end else begin
        nbufDhiEn <= 1'b1;
        nbufDlo2En <= 1'b1;
        nbufDlo1En <= 1'b1;
        nbufAEn <= 1'b1;
        nbufCEn <= 1'b1;
    end
    bufDDir <= cpuRnW;
    if(cpuAddrHi >= 4'h6) begin
        ncpuCiin <= 1'b0;
    end else begin
        ncpuCiin <= 1'bz;
    end
    if(npdsBg == 1) begin
        npdsUds <= 1'bZ;
        npdsLds <= 1'bZ;
    end else begin
        if(cpuRnW == 1 && busState == S1) begin
            npdsUds <= nUD;
            npdsLds <= nLD;
        end else if (busState == S2 || busState == S3 ||
                     busState == S4 || busState == S5 ||
                     busState == S6 || busState == S7 ||
                     busState == S8) begin
            npdsUds <= nUD;
            npdsLds <= nLD;
        end else begin
            npdsUds <= 1;
            npdsLds <= 1;
        end
    end
    if(npdsBg == 1) npdsAs <= 1'bZ;
    else begin
        if(busState != S0) npdsAs <= 0;
        else npdsAs <= 1;
    end
    if(npdsBg == 1) npdsVma <= 1'bZ;
    else begin
        if(busState == S5 || busState == S6 || 
            busState == S7 || busState == S8) begin
                npdsVma <= 0;
        end else npdsVma <= 1;
    end
    if(termState == S1) begin
        if(cpuAddrHi < 4'h5 && cpuFC < 3'h7) begin
            ncpuDsack0 <= 1'bZ;
            ncpuDsack1 <= 0;
            ncpuAvec <= 1'bZ;
            ncpuBerr <= 1'bZ;
        end else if(cpuAddrHi >= 4'h5 && cpuFC < 3'h7) begin
            ncpuDsack0 <= 0;
            ncpuDsack1 <= 1'bZ;
            ncpuAvec <= 1'bZ;
            ncpuBerr <= 1'bZ;
        end else if(cpuFC == 3'h7) begin
            ncpuAvec <= 0;
            ncpuDsack0 <= 1'bZ;
            ncpuDsack1 <= 1'bZ;
            ncpuBerr <= 1'bZ;
        end else begin
            ncpuBerr <= 0;
            ncpuDsack0 <= 1'bZ;
            ncpuDsack1 <= 1'bZ;
            ncpuAvec <= 1'bZ;
        end
    end else begin
        ncpuBerr <= 1'bZ;
        ncpuDsack0 <= 1'bZ;
        ncpuDsack1 <= 1'bZ;
        ncpuAvec <= 1'bZ;
    end
    if(cpuAddrMid == 7'h11 && cpuFC == 3'h7 && ncpuAS) begin
        nfpuCe <= 1'b0;
        if(nfpuSense == 1'b1) begin
            ncpuBerr <= 1'b0;
        end else begin
            ncpuBerr <= 1'bz;
        end
    end else begin
        nfpuCe <= 1'b1;
        ncpuBerr <= 1'bz;
    end
end
endmodule
```
**run.sh**
```bash
#!/bin/bash
# OpenROAD 26Q1-2900-gdf79404cd8, Yosys 0.63+post, stock flow scripts
make -C /OpenROAD-flow-scripts/flow DESIGN_CONFIG=/design/flow/config.mk WORK_HOME=/design/flow/orfs finish
```
**config.mk**
```make
export PLATFORM = sky130hd
export DESIGN_NAME = paste
export DESIGN_NICKNAME = paste
export VERILOG_FILES = /design/flow/design.v
export SDC_FILE = /design/flow/constraint.sdc
export NUM_CORES = 4
export LEC_CHECK = 1
export CORE_AREA = 10 10 70 70
export DIE_AREA = 0 0 80 80
```
**constraint.sdc**
```tcl
current_design paste

set clk_period 2.1
set clk_io_pct 0.2

create_clock -name clk0 -period $clk_period [get_ports {cpuClock}]
create_clock -name clk1 -period $clk_period [get_ports {pdsC8m}]

set non_clock_inputs [all_inputs -no_clocks]
set_input_delay [expr $clk_period * $clk_io_pct] -clock clk0 $non_clock_inputs
set_output_delay [expr $clk_period * $clk_io_pct] -clock clk0 [all_outputs]
```
==> run summary <==
The following summarizes the physical implementation.

CTS
Clock tree synthesis found a total of 7 sinks. The clock tree from TritonCTS is done. The clock-pin transition on the worst setup and hold timing paths is around 0.04 ns.

The cts-stage hold buffer count is 0.

Setup path
The critical path goes through clkdlybuf4s50_1 -> nor4bb_2 -> nand4_1 -> or3_1 -> buf_2. The worst register-to-register path has a depth of 2. The delay of the slowest critical-path stage is 0.41 ns. The worst setup path is launched from an input port. The data arrival time of the critical path is between 1.5 and 2 ns. Per STA, the startpoint of the critical path is cpuAddrMid[14]. The endpoint type of the worst setup path is a primary output. The type of the worst setup path is in2out.

The slowest cell on the critical path is clkdlybuf4s50_1. The maximum fanout along the worst path is 1. STA puts the critical path data required time at 1.68 ns. The startpoint of the worst register-to-register path is busState[1]$_DFF_PN0_. The minimum setup slack among reg-to-reg paths is 0.70 ns. The capture instance of the worst register-to-register path is cycleEndState[1]$_DFF_PN0_.

Flow run
Per the run summary, max-cap violations total 0. Summing over the stages, the warning tally comes to 32.

Synth
The largest area contributor in the netlist is dfrtp_1. The synthesized area per cell is 8.14 sq um. For reference, the mux area share after synthesis is 0%. The area fraction of the largest cell type after synthesis is 26.7%. In this run, synthesis produced a sequential element count of 7.

The synthesis report lists the most area-consuming cells as dfrtp_1 (27%), buf_4 (15%), inv_1 (6.0%). The number of synthesis warnings is between 90 and 100. The xor/xnor cell area share of the yosys netlist is 0%.

The distinct cell type count after synthesis is 30. Summing the sequential cell areas from Yosys gives 31.4% of the chip area. The dominant kind of combinational cell is buffers and inverters. The simple-gate area share of the yosys netlist is between 20% and 30%. Synthesis handed over a netlist of 69 instances. The cell area that synthesis handed to floorplanning was 562 sq um. After Yosys synthesis, full adders, half adders and majority gates account for 0% of the synthesized area. The cell count listed in synth_stat.txt is 69. The post-synthesis compound-gate area fraction is 22.0%. The stat command in Yosys gives a chip area of 562 sq um.

Floorplan
The core utilization at floorplan is 16.4%. The floorplan die width is around 80 microns. The floorplan step set the die height to 80 microns.

The area of the chip is 0.00640 sq mm. The core box area is 0.00342 sq mm. The floorplan has 21 rows. The number of top-level pins is 49.

Timing
The final setup TNS is 0 ns. The final count of pins violating max slew is 0. The number of endpoints failing setup at the final stage is 0.

The hold violation count in the final report is 0. Setup repair after global routing left no endpoint under its margin. The worst clock skew on the final layout is 0.00198 ns. The final hold slack is between 0.4 and 0.5 ns.

Cells and area
Per the final layout report, the fraction of cells sized above drive strength 1 comes to approximately 17%. From synthesis to final layout, the design area changed by 61.5%. The post-route cell area is 907 sq um.

Global route
The aggregate global routing overflow is 0. The all-layer global routing usage is under 10%. The maximum number of pins on one net before global-route repair is 12. The first-pass GRT wire length is 2840 microns. The initial antenna violation count was 0. The via count of the first global-routing pass is 665.

Place
The final weighted congestion recorded by global placement is 0.775. The placement-stage cell area is between 800 and 900 sq um. Input and output buffers added on the ports amount to 28.

The half-perimeter wire length of the detailed placement result is 1440 microns.

Pwr
In this run the power density over the cells is 869 mW/mm^2. Summing internal, switching and leakage power gives 0.000789 W. The static leakage is between 0.4 and 0.5 nW. The maximum vdd drop is 0.460 mV.

Route
For this block, the routed nets add up to 1760 microns of wire. The script parses the final routing iteration and logs DRC violations as 0. Across all layers, the routed design uses 571 vias. The routed design shows a wire length per standard cell of 12.0 microns. Before antenna repair, the detailed router went through 4 iterations. The routed design shows a via density per instance of about 3.9. The detail route stage leaves a number of antenna-violating nets equal to 0. The number of violations reported at the end of detailed-routing iteration 0 is 32. In the routed netlist, the antenna diode instances number 0.

Hold path
The worst hold-check path type is in2async.

Status
The run finished with clean final reports.
-- cell usage in the layout (no fill, tap or decap), types with 2 or more instances in the layout --
cell and n:
clkbuf_4 6, nor2_1 5, inv_1 9, a21oi_1 2, or3_1 2, dlymetal6s2s_1 3
conb_1 9, dfrtp_1 6, o21ai_0 2, buf_4 2, nand2_1 6, a211oi_1 2
clkdlybuf4s50_1 23
-- synth_stat cells --
| library cell | count |
|---|---|
| a211oi_1 | 2 |
| nor4_1 | 1 |
| inv_1 | 9 |
| a31oi_1 | 1 |
| conb_1 | 1 |
| buf_4 | 11 |
| buf_6 | 1 |
| nand2b_1 | 2 |
| nor4bb_1 | 1 |
| or4_4 | 1 |
| nand4_1 | 1 |
| a311o_1 | 1 |
| o21ai_2 | 1 |
| o31ai_1 | 1 |
| o41ai_1 | 1 |
| nand2_1 | 6 |
| o21ai_0 | 3 |
| a22o_1 | 1 |
| o311a_2 | 1 |
| nor2_1 | 5 |
| or3_1 | 2 |
| o21a_1 | 1 |
| a221oi_1 | 1 |
| dfstp_2 | 1 |
| buf_2 | 2 |
| dfrtp_1 | 6 |
| or4b_4 | 1 |
| nor2b_1 | 1 |
| o22ai_1 | 1 |
| a21oi_1 | 2 |
-- per-stage QoR --
step,setup WS (ns),util [%],instances
global route,0.0140,26.6,146
CTS,0.0124,26.1,146
global placement,-0.359,24.6,139
detailed placement,-0.376,24.6,139
floorplan,0.515,-,77
finish,0.0759,26.6,146
-- where the power goes --
part	switching (W)	internal, W	total (W)	leakage (nW)
Combinational	0.000121	0.000174	0.000295	0.286
Sequential	0.000105	0.000191	0.000295	0.0880
Clock	0.0000633	0.000135	0.000199	0.0288
Total	0.000289	0.000500	0.000789	0.403
-- routing by layer --
layer	global-route usage [%]	routed length [microns]	vias up	part of all wire (%)
li1	-	-	280	-
met1	6.21	740	260	42
met2	8.11	841	31	48
met3	3.52	176	0	10
met4	1.06	0	0	0
met5	0	0	-	0
-- worst max-delay path by stage --
stage	endpoint	slack, ns
finish	nfpuCe	0.08
global route	nfpuCe	0.01
CTS	nbufDlo2En	0.01
-- worst max-delay path, delay by kind of cell --
kind / cells / cell delay [ns]
AND/OR/NAND/NOR: 3 / 0.65
buffers and inverters: 2 / 0.53
-- state kept, by name, summed over array words and instances (netlist names) --
| signal | flops |
|---|---|
| cycleEndState | 3 |
| busState | 4 |
-- logic make-up (layout without fill, tap and decap cells) --
kind of cell	after synthesis	in the layout
buffers and inverters	23	46
other	1	9
and+or+nand+nor	21	21
DFF	7	7
AOI/OAI and AO/OA	17	17
-- final cells by class --
class	count	area, sq um
sequential	7	176
clock buffer	7	48.8
timing repair buffer	30	297
fill	381	2510
inverter	9	33.8
multi-input combinational	47	294
tap	46	57.6
-- timing repair --
item / CTS / global route
buffers inserted: 0 / 0
endpoints found under the setup margin: 2 / 3
gates resized: 6 / 5
pin swaps: 3 / 2
endpoints found under the hold margin: 0 / 0
No activity file was given, so power comes from the tool's default toggle rates.
